===== flow/run.sh =====
#!/bin/bash
# OpenROAD 26Q1-2900-gdf79404cd8, Yosys 0.63+post, stock flow scripts
make -C /OpenROAD-flow-scripts/flow DESIGN_CONFIG=/design/flow/config.mk WORK_HOME=/design/flow/orfs finish

===== flow/config.mk =====
export PLATFORM = sky130hd
export DESIGN_NAME = amba_ahb_slave
export DESIGN_NICKNAME = amba_ahb_slave
export VERILOG_FILES = /design/flow/design.v
export SDC_FILE = /design/flow/constraint.sdc
export NUM_CORES = 4
export LEC_CHECK = 1
export CORE_UTILIZATION = 30

===== flow/constraint.sdc =====
current_design amba_ahb_slave

set clk_period 12.8
set clk_io_pct 0.2

create_clock -name clk0 -period $clk_period [get_ports {hclk}]

set non_clock_inputs [all_inputs -no_clocks]
set_input_delay [expr $clk_period * $clk_io_pct] -clock clk0 $non_clock_inputs
set_output_delay [expr $clk_period * $clk_io_pct] -clock clk0 [all_outputs]

===== flow/design.v =====
module amba_ahb_slave #(
  parameter AW = 32,     
  parameter DW = 32,     
  parameter DE = "BIG",     
  parameter RW = 1,     
  parameter MS = 1024,   
  parameter AM = {10{1'b1}},   
  parameter LW_NS = 0,   
  parameter LW_S  = 0,   
  parameter LR_NS = 0,   
  parameter LR_S  = 0    
)(
  input  wire          hclk,      
  input  wire          hresetn,   
  input  wire          hsel,      
  input  wire [AW-1:0] haddr,     
  input  wire    [1:0] htrans,    
  input  wire          hwrite,    
  input  wire    [2:0] hsize,     
  input  wire    [2:0] hburst,    
  input  wire    [3:0] hprot,     
  input  wire [DW-1:0] hwdata,    
  output wire [DW-1:0] hrdata,    
  output reg           hready,    
  output reg  [RW-1:0] hresp,     
  input  wor           error      
);
localparam SW = DW/8;   
wor           error_req;
assign error_req = 1'b0;
assign error_req = error;           
wire [32-1:0] delay;     
wire [32-1:0] cnt_t;     
reg  [32-1:0] cnt_t_r;   
reg           hsel_r;
reg  [AW-1:0] haddr_r;
reg     [1:0] htrans_r;
reg           hwrite_r;
reg     [2:0] hsize_r;
reg     [2:0] hburst_r;
reg     [2:0] hprot_r;
reg     [7:0] mem [0:MS-1];
genvar i;
wire    [7:0] bytes;
wire [DW-1:0] wdata;     
wire [DW-1:0] rdata;     
wire          trn;       
wire          trn_req;   
wire          trn_ack;   
always @(negedge hresetn, posedge hclk)
if (~hresetn) begin
  htrans_r <= 2'b00;
  for(int i=0;i<1024;i++) mem[i]=i; 
end else if (hready) begin
  hsel_r   <= hsel;
  haddr_r  <= haddr;
  htrans_r <= htrans;
  hwrite_r <= hwrite;
  hsize_r  <= hsize;
  hburst_r <= hburst;
  hprot_r  <= hprot;
end
always @(negedge hresetn, posedge hclk)
if (~hresetn) begin
  cnt_t_r <= 0;
  hready  <= 1'b1;
  hresp   <= 1'b0;
end else begin
  cnt_t_r <= cnt_t;
  if (error) begin
    if (hready) begin
      if ((htrans == 2'b00) | (htrans == 2'b01)) begin
        hresp   <= 1'b0;
        hready  <= 1'b1;
      end
      if ((htrans == 2'b10) | (htrans == 2'b11)) begin
        hresp   <= (cnt_t == 0) ? 1'b1 : 1'b0;
        hready  <= 1'b0;
      end
    end else begin
      if ((htrans_r == 2'b10) | (htrans_r == 2'b11)) begin
        if (hresp == 1'b0) begin
          hresp   <= (cnt_t == 0) ? 1'b1 : 1'b0;
        end else begin
          hready  <= 1'b1;
        end
      end
    end
  end else begin
    hresp   <= 1'b0;
    hready  <= (cnt_t == 0);
  end
end
assign delay = htrans[0] ? (hwrite ? LW_S  : LR_S )
                         : (hwrite ? LW_NS : LR_NS);
assign cnt_t = hready ? (htrans[1] & hsel ? delay
                                          : 0)
                      : cnt_t_r - 1;
assign trn_req = ((htrans_r == 2'b10) | (htrans_r == 2'b11)) & hsel_r;
assign trn_ack = hready;
assign trn     = trn_req & trn_ack;
assign bytes = 1 << hsize_r;
generate
  for (i=0; i<SW; i=i+1) begin
    if (DE == "BIG") begin
    end else if (DE == "LITTLE") begin
    end
  end
        assign  wdata  =  hwdata ;
        assign  hrdata =  rdata ;
endgenerate
generate
  for (i=0; i<SW; i=i+1) begin
    always @(posedge hclk) begin
      if (trn & (hresp == 1'b0) & hwrite_r) begin
        if (((haddr_r&AM)%SW <= i) & (i < ((haddr_r&AM)%SW + bytes)))  mem [(haddr_r&AM)/SW*SW+i] <= wdata [8*i+:8];
      end
    end
  end
endgenerate
generate
  for (i=0; i<SW; i=i+1) begin
    assign rdata [8*i+:8] = ((trn & (hresp == 1'b0) & ~hwrite_r) & ((haddr_r&AM)%SW <= i) & (i < ((haddr_r&AM)%SW + bytes))) ? mem [(haddr_r&AM)/SW*SW+i] : 8'hxx;
  end
endgenerate
endmodule

==> flow_summary.yaml <==
# synthesis and place-and-route metrics
run_status:
  outcome: "finished clean"
die:
  fp-row-count: 31
  die_x_um: 89.6
  fp_util_pct: 31.4
  die-height_um: 89.6
  io_pins: 115
  dieArea_um2: 8030
  core-area_um2: 7330
synthesis:
  synth_warnings: 40962
  ys_cells: 234
  syn_inst: 234
  top_area_cell: "dfrtp_1"
  netlist.area_leader.share_pct: 36.9
  top_cells_by_area: "dfrtp_1 37%, edfxtp_1 7.8%, buf_4 6.5%"
  synth_flops: 41
  yosysChipArea_um2: 2300
  avgSynthCellArea_um2: 9.84
  async_flop_share_pct: 85.4
  synth_area_um2: 2300
  ys.flop_type: "dfrtp_1"
  edf_count: 6
  synth_cell_types: 39
  ys_seq_share_pct: 45.9
detailed_routing:
  drtPass1Iterations: 4
  antenna_left: 0
  diodes: 0
  wl_per_cell_um: 12.2
  num_vias: 1599
  vias_per_cell: 4.62
  drtIter0Drc: 137
  drc: 0
  routed_wl_mm: 4.21
critical_path:
  worst-path-stages: 1
  r2r-end: "hresp"
  reg2regPathDepth: 9
  crit_type: "flop to output pin"
  cp-startpoint: "hready"
  worstPathCellList: "clkdlybuf4s50_1"
  critPathSlowestCell: "dfstp_2"
  endpoint: "hready"
  cp.buffers_inverters: 1
  critPathTopFamily: "flip-flops"
  regToRegStartpoint: "cnt_t_r[0]"
  critPathRequiredTime_ns: 10.24
  crit_arrival_ns: 1.83
  critical-path-max-stage-delay_ns: 0.96
  r2r_slack_ns: 9.85
  cp-start-kind: "flop"
  cp-end-kind: "output pin"
  critPathMaxFanout: 36
place:
  dpl.hpwl_mm: 2.90
  place_congestion: 0.806
  post_dp_cell_area_um2: 2590
  io_buffers: 35
cts:
  clk_latency_ns: 0.29
  cts_resized: 0
  numCtsBuffers: 5
  cts_tree: "yes"
  postCtsHoldBufs: 0
  postCtsSetupBuffers: 0
  htree_num_levels: 2
  ctsRootBufferMaster: "clkbuf_8"
  clock-sinks: 41
  clockBufferDepth: 2
  clk_pin_slew_ns: 0.08
global_route:
  grt.total_usage_pct: 11.6
  antenna_found_initial: 0
  grt_pass1_wl_mm: 6.98
  grt_overflow: 0
  grt_pass1_vias: 1451
  grt_max_degree: 37
power:
  p_per_area_nw_per_um2: 229
  ir_drop_mv: 0.109
  leakagePower_nw: 1.16
  finalPower_uw: 619
hold_path:
  hold_path_class: "flop to flop"
finish:
  drive_gt1_share_pct: 9.31
  final_util_pct: 36.9
  design_area_um2: 2700
  layout_top_cells: "35 x clkdlybuf4s50_1, 34 x nor2_1, 34 x dfrtp_1, 13 x xor2_1, 12 x nor4_1"
  layout_top_cell: "clkdlybuf4s50_1"
  area_growth_syn_to_layout_pct: 17.4
timing:
  relSlewSlack_pct: 49.5
  setup-violations-final: 0
  finalClockPeriodUsage_pct: 34.3
  worst_slew_pin_slew_ns: 0.751
  setup-tns-final_ns: 0
  timing.final.crit_period_ns: 4.39
  clock_skew_ns: 0.00153
  hold_viol: 0
  max_freq_mhz: 228
  grt_setup_unrepaired: "false"
  whs_ns: 0.528
  finalMaxSlewViolations: 0
flow_run:
  warnings: 96
  drv_cap: 0
area by class of cell:
cell class | instances | area [um^2]
fillers | 708 | 4630
flip-flops and latches | 41 | 1060
multi-input cells | 158 | 1040
repair buffers | 36 | 358
well taps | 99 | 124
clock buffers | 5 | 68.8
clock inverters | 3 | 41.3
inverters | 4 | 15.0
kinds of logic (layout without fill, tap and decap cells):
group | after synthesis | after routing | synth area share (%)
fa+ha+maj | 1 | 1 | 0.543
xor+xnor | 23 | 23 | 8.75
compound gates | 14 | 14 | 3.42
mux | 4 | 4 | 1.90
simple gates | 108 | 108 | 29.2
other cells | 2 | 8 | 0.326
buf+inv | 41 | 48 | 9.94
flops | 41 | 41 | 45.9
report_power, final:
group	total [mW]	leakage [nW]	switching, mW	internal, mW
logic	0.289	0.583	0.157	0.132
registers	0.228	0.525	0.0559	0.172
clock network	0.102	0.0518	0.0449	0.0574
metrics by stage:
step / std cells / worst slack, ns
detailed placement: 338 / 8.65
floorplan: 240 / 9.60
global placement: 338 / 8.65
finish: 346 / 8.41
CTS: 346 / 8.37
global route: 346 / 8.29
per-layer routing:
layer	track usage [%]	vias to the layer above	wire [um]
met2	17.5	52	1840
met5	0	-	0
met3	2.59	2	295
met1	18.1	751	2050
met4	1.59	0	26
li1	-	794	-
worst min path at each step:
stage	start	endpoint	slack, ns	cells past startpoint
CTS	htrans_r[1]	htrans_r[1]	0.54	1
global route	htrans_r[1]	htrans_r[1]	0.55	1
finish	htrans_r[1]	htrans_r[1]	0.53	1
flip-flops by register name, indices dropped and copies added, names as in the netlist:
register,count
htrans_r,1
cnt_t_r,32
hresp,1
hready,1
haddr_r,6
cells in the mapped netlist, types with 3 or more instances:
cell type and number:
inv_1 4, nor3_1 7, nand4_1 8, edfxtp_1 6, clkbuf_1 16, dfrtp_1 34, nor2b_1 4, or3_1 7
mux2_2 3, nand2_1 8, and2_1 9, buf_4 20, xnor2_1 10, nor4_1 12, o21ai_0 4, nor2_1 34
a21oi_1 7, nor4_4 3, xor2_1 13
No activity file was given, so power comes from the tool's default toggle rates.
